## flow/config.mk

```make
export PLATFORM = sky130hd
export DESIGN_NAME = debugger
export DESIGN_NICKNAME = debugger
export VERILOG_FILES = /design/flow/design.v
export SDC_FILE = /design/flow/constraint.sdc
export NUM_CORES = 4
export LEC_CHECK = 1
export CORE_AREA = 10 10 333 333
export DIE_AREA = 0 0 343 343
export SYNTH_MEMORY_MAX_BITS = 65536
```

## flow/constraint.sdc

```tcl
current_design debugger

set clk_period 16.4
set clk_io_pct 0.2

create_clock -name clk0 -period $clk_period [get_ports {clock}]
create_clock -name clk1 -period $clk_period [get_ports {sys_clock}]

set non_clock_inputs [all_inputs -no_clocks]
set_input_delay [expr $clk_period * $clk_io_pct] -clock clk0 $non_clock_inputs
set_output_delay [expr $clk_period * $clk_io_pct] -clock clk0 [all_outputs]
```

## flow/design.v

```verilog
module debugger(input         sys_clock,
		input 	      reset,
		input 	      clock,
		input [31:0]  input_val,
		input 	      button1,
		input 	      button2,
		input 	      button3,
		output 	      run,
		output 	      step_phase,
		output 	      step_inst,
		input [3:0]   cstate,
		input 	      running,
		input [3:0]   hex_a,
		input [3:0]   hex_b,
		input [7:0]   dip_a,
		input [7:0]   dip_b,
		input [31:0]  pc_out,
		output 	      pc_ld,
		input [31:0]  ir_out,
		output 	      ir_ld,
		input [31:0]  reg_out,
		output [4:0]  reg_addr,
		output 	      reg_ld,
		input [31:0]  a_out,
		output 	      a_ld,
		input [31:0]  b_out,
		output 	      b_ld,
		input [31:0]  c_out,
		output 	      c_ld,
		output [31:0] mem_addr,
		input [31:0]  mem_out,
		output mem_read,
		output mem_write,
		output [63:0] seg7_a,
		output [63:0] seg7_b,
		output [63:0] seg7_c,
		output [63:0] seg7_d,
		output [63:0] seg7_e,
		output [63:0] seg7_f,
		output [63:0] seg7_g,
		output [63:0] seg7_h,
		output [7:0]  led_out);
   parameter [7:0] PAT_P = 8'b1100_1110;
   parameter [7:0] PAT_C = 8'b0001_1010;
   parameter [7:0] PAT_I = 8'b0110_0000;
   parameter [7:0] PAT_R = 8'b0000_1010;
   parameter [7:0] PAT_A = 8'b1111_1010;
   parameter [7:0] PAT_B = 8'b0011_1110;
   parameter [7:0] PAT_N = 8'b0010_1010;
   parameter [7:0] PAT_D = 8'b0111_1010;
   parameter [7:0] PAT_0 = 8'b1111_1100;
   parameter [7:0] PAT_1 = 8'b0110_0000;
   parameter [7:0] PAT_2 = 8'b1101_1010;
   parameter [7:0] PAT_3 = 8'b1111_0010;
   parameter [7:0] PAT_4 = 8'b0110_0110;
   parameter [7:0] PAT_5 = 8'b1011_0110;
   parameter [7:0] PAT_6 = 8'b1011_1110;
   parameter [7:0] PAT_7 = 8'b1110_0000;
   parameter [7:0] PAT_8 = 8'b1111_1110;
   parameter [7:0] PAT_9 = 8'b1110_0110;
   parameter [63:0] PAT_PC = {32'b0, PAT_P, PAT_C, 16'b0};
   parameter [63:0] PAT_IR = {32'b0, PAT_I, PAT_R, 16'b0};
   parameter [63:0] PAT_AREG = {32'b0, PAT_A, 24'b0};
   parameter [63:0] PAT_BREG = {32'b0, PAT_B, 24'b0};
   parameter [63:0] PAT_CREG = {32'b0, PAT_C, 24'b0};
   parameter [63:0] PAT_MAR = {32'b0, PAT_N, PAT_N, PAT_A, PAT_R};
   parameter [63:0] PAT_MEM = {32'b0, PAT_N, PAT_N, PAT_D, PAT_R};
   parameter [63:0] PAT_R00 = {32'b0, PAT_R, PAT_0, PAT_0, 8'b0};
   parameter [63:0] PAT_R01 = {32'b0, PAT_R, PAT_0, PAT_1, 8'b0};
   parameter [63:0] PAT_R02 = {32'b0, PAT_R, PAT_0, PAT_2, 8'b0};
   parameter [63:0] PAT_R03 = {32'b0, PAT_R, PAT_0, PAT_3, 8'b0};
   parameter [63:0] PAT_R04 = {32'b0, PAT_R, PAT_0, PAT_4, 8'b0};
   parameter [63:0] PAT_R05 = {32'b0, PAT_R, PAT_0, PAT_5, 8'b0};
   parameter [63:0] PAT_R06 = {32'b0, PAT_R, PAT_0, PAT_6, 8'b0};
   parameter [63:0] PAT_R07 = {32'b0, PAT_R, PAT_0, PAT_7, 8'b0};
   parameter [63:0] PAT_R08 = {32'b0, PAT_R, PAT_0, PAT_8, 8'b0};
   parameter [63:0] PAT_R09 = {32'b0, PAT_R, PAT_0, PAT_9, 8'b0};
   parameter [63:0] PAT_R10 = {32'b0, PAT_R, PAT_1, PAT_0, 8'b0};
   parameter [63:0] PAT_R11 = {32'b0, PAT_R, PAT_1, PAT_1, 8'b0};
   parameter [63:0] PAT_R12 = {32'b0, PAT_R, PAT_1, PAT_2, 8'b0};
   parameter [63:0] PAT_R13 = {32'b0, PAT_R, PAT_1, PAT_3, 8'b0};
   parameter [63:0] PAT_R14 = {32'b0, PAT_R, PAT_1, PAT_4, 8'b0};
   parameter [63:0] PAT_R15 = {32'b0, PAT_R, PAT_1, PAT_5, 8'b0};
   parameter [63:0] PAT_R16 = {32'b0, PAT_R, PAT_1, PAT_6, 8'b0};
   parameter [63:0] PAT_R17 = {32'b0, PAT_R, PAT_1, PAT_7, 8'b0};
   parameter [63:0] PAT_R18 = {32'b0, PAT_R, PAT_1, PAT_8, 8'b0};
   parameter [63:0] PAT_R19 = {32'b0, PAT_R, PAT_1, PAT_9, 8'b0};
   parameter [63:0] PAT_R20 = {32'b0, PAT_R, PAT_2, PAT_0, 8'b0};
   parameter [63:0] PAT_R21 = {32'b0, PAT_R, PAT_2, PAT_1, 8'b0};
   parameter [63:0] PAT_R22 = {32'b0, PAT_R, PAT_2, PAT_2, 8'b0};
   parameter [63:0] PAT_R23 = {32'b0, PAT_R, PAT_2, PAT_3, 8'b0};
   parameter [63:0] PAT_R24 = {32'b0, PAT_R, PAT_2, PAT_4, 8'b0};
   parameter [63:0] PAT_R25 = {32'b0, PAT_R, PAT_2, PAT_5, 8'b0};
   parameter [63:0] PAT_R26 = {32'b0, PAT_R, PAT_2, PAT_6, 8'b0};
   parameter [63:0] PAT_R27 = {32'b0, PAT_R, PAT_2, PAT_7, 8'b0};
   parameter [63:0] PAT_R28 = {32'b0, PAT_R, PAT_2, PAT_8, 8'b0};
   parameter [63:0] PAT_R29 = {32'b0, PAT_R, PAT_2, PAT_9, 8'b0};
   parameter [63:0] PAT_R30 = {32'b0, PAT_R, PAT_3, PAT_0, 8'b0};
   parameter [63:0] PAT_R31 = {32'b0, PAT_R, PAT_3, PAT_1, 8'b0};
   function page_func(input [3:0] hex_a);
      page_func = ~(hex_a[3:2] == 2'b00);
   endfunction  
   function [7:0] decode_func(input [3:0] in);
      parameter [7:0] SEG_0 = 8'b1111_1100;
      parameter [7:0] SEG_1 = 8'b0110_0000;
      parameter [7:0] SEG_2 = 8'b1101_1010;
      parameter [7:0] SEG_3 = 8'b1111_0010;
      parameter [7:0] SEG_4 = 8'b0110_0110;
      parameter [7:0] SEG_5 = 8'b1011_0110;
      parameter [7:0] SEG_6 = 8'b1011_1110;
      parameter [7:0] SEG_7 = 8'b1110_0000;
      parameter [7:0] SEG_8 = 8'b1111_1110;
      parameter [7:0] SEG_9 = 8'b1111_0110;
      parameter [7:0] SEG_A = 8'b1110_1110;
      parameter [7:0] SEG_B = 8'b0011_1110;
      parameter [7:0] SEG_C = 8'b0001_1010;
      parameter [7:0] SEG_D = 8'b0111_1010;
      parameter [7:0] SEG_E = 8'b1001_1110;
      parameter [7:0] SEG_F = 8'b1000_1110;
      case ( in )
	4'h0: decode_func = SEG_0;
	4'h1: decode_func = SEG_1;
	4'h2: decode_func = SEG_2;
	4'h3: decode_func = SEG_3;
	4'h4: decode_func = SEG_4;
	4'h5: decode_func = SEG_5;
	4'h6: decode_func = SEG_6;
	4'h7: decode_func = SEG_7;
	4'h8: decode_func = SEG_8;
	4'h9: decode_func = SEG_9;
	4'hA: decode_func = SEG_A;
	4'hB: decode_func = SEG_B;
	4'hC: decode_func = SEG_C;
	4'hD: decode_func = SEG_D;
	4'hE: decode_func = SEG_E;
	4'hF: decode_func = SEG_F;
      endcase
   endfunction  
   function [63:0] decode8_func(input [31:0] in);
      decode8_func = {decode_func(in[31:28]),
		      decode_func(in[27:24]),
		      decode_func(in[23:20]),
		      decode_func(in[19:16]),
		      decode_func(in[15:12]),
		      decode_func(in[11: 8]),
		      decode_func(in[ 7: 4]),
		      decode_func(in[ 3: 0])};
   endfunction  
   function [63:0] a_func(input page);
      a_func = page ? PAT_CREG : PAT_PC;
   endfunction  
   function [63:0] c_func(input page,
			  input [4:0] reg_addr);
      if ( page == 1'b0 ) begin
	 c_func = PAT_IR;
      end
      else begin
	 case ( reg_addr )
	   0: c_func = PAT_R00;
	   1: c_func = PAT_R01;
	   2: c_func = PAT_R02;
	   3: c_func = PAT_R03;
	   4: c_func = PAT_R04;
	   5: c_func = PAT_R05;
	   6: c_func = PAT_R06;
	   7: c_func = PAT_R07;
	   8: c_func = PAT_R08;
	   9: c_func = PAT_R09;
	  10: c_func = PAT_R10;
	  11: c_func = PAT_R11;
	  12: c_func = PAT_R12;
	  13: c_func = PAT_R13;
	  14: c_func = PAT_R14;
	  15: c_func = PAT_R15;
	  16: c_func = PAT_R16;
	  17: c_func = PAT_R17;
	  18: c_func = PAT_R18;
	  19: c_func = PAT_R19;
	  20: c_func = PAT_R20;
	  21: c_func = PAT_R21;
	  22: c_func = PAT_R22;
	  23: c_func = PAT_R23;
	  24: c_func = PAT_R24;
	  25: c_func = PAT_R25;
	  26: c_func = PAT_R26;
	  27: c_func = PAT_R27;
	  28: c_func = PAT_R28;
	  29: c_func = PAT_R29;
	  30: c_func = PAT_R30;
	  31: c_func = PAT_R31;
	 endcase
      end
   endfunction  
   function [63:0] e_func(input page);
      e_func = page ? PAT_MAR : PAT_AREG;
   endfunction  
   function [63:0] g_func(input page);
      g_func = page ? PAT_MEM : PAT_BREG;
   endfunction  
   function [63:0] b_func(input        page,
			  input [31:0] in1,
			  input [31:0] in2);
      b_func = decode8_func(page ? in2 : in1);
   endfunction  
   function [63:0] blink_func(input sel,
			      input blink);
      blink_func = {64{~sel | blink}};
   endfunction  
   reg [31:0] 		    mar;
   wire 		    mar_ld;
   wire 		    mar_inc;
   wire 		    mar_dec;
   always @ ( posedge clock or negedge reset ) begin
      if ( !reset ) begin
	 mar <= 32'b0;
      end
      else if ( mar_ld ) begin
	 mar <= input_val;
      end
      else if ( mar_inc ) begin
	 mar <= mar + 32'd4;
      end
      else if ( mar_dec ) begin
	 mar <= mar - 32'd4;
      end
   end
   reg [23:0] seg7_blink_count;
   wire blink;
   assign blink = seg7_blink_count[23] | ~input_mode;
   always @ ( posedge sys_clock or negedge reset ) begin
      if ( !reset ) begin
	 seg7_blink_count <= 24'b0;
      end
      else begin
	 seg7_blink_count <= seg7_blink_count + 24'b1;
      end
   end
   assign reg_addr = {(hex_a == 4'b0111), hex_b};
   wire  			       page;
   wire 			       pc_sel;
   wire 			       ir_sel;
   wire 			       a_sel;
   wire 			       b_sel;
   wire 			       c_sel;
   wire 			       reg_sel;
   wire 			       mar_sel;
   wire 			       mem_sel;
   wire 			       input_mode;
   assign page   = page_func(hex_a);
   assign pc_sel = (hex_a == 4'b0000);
   assign ir_sel = (hex_a == 4'b0001);
   assign a_sel  = (hex_a == 4'b0010);
   assign b_sel  = (hex_a == 4'b0011);
   assign c_sel  = (hex_a == 4'b0100);
   assign reg_sel = (hex_a[3:1] == 3'b011);
   assign mar_sel = (hex_a == 4'b1000);
   assign mem_sel = (hex_a == 4'b1001);
   assign input_mode = ~dip_a[0];
   assign seg7_a = a_func(page);
   assign seg7_b = b_func(page, pc_out, c_out)   & blink_func(pc_sel | c_sel, blink);
   assign seg7_c = c_func(page, reg_addr);
   assign seg7_d = b_func(page, ir_out, reg_out) & blink_func(ir_sel | reg_sel, blink);
   assign seg7_e = e_func(page);
   assign seg7_f = b_func(page, a_out, mar)      & blink_func(a_sel | mar_sel, blink);
   assign seg7_g = g_func(page);
   assign seg7_h = b_func(page, b_out, mem_out)  & blink_func(b_sel | mem_sel, blink);
   assign run        = !input_mode & button1;
   assign step_phase = !input_mode & button2;
   assign step_inst  = !input_mode & button3;
   assign pc_ld      =  input_mode & button3 & pc_sel;
   assign ir_ld      =  input_mode & button3 & ir_sel;
   assign a_ld       =  input_mode & button3 & a_sel;
   assign b_ld       =  input_mode & button3 & b_sel;
   assign c_ld       =  input_mode & button3 & c_sel;
   assign reg_ld     =  input_mode & button3 & reg_sel;
   assign mar_ld     =  input_mode & button3 & mar_sel;
   assign mar_inc    =  input_mode & button1;
   assign mar_dec    =  input_mode & button2;
   assign mem_addr   = mar;
   assign mem_write  =  input_mode & button3 & mem_sel;
   assign mem_read   =  input_mode & ~button3 & mem_sel;
   assign led_out = {cstate, 3'b0, running};
endmodule  
```

## flow/run.sh

```bash
#!/bin/bash
# OpenROAD 26Q1-2900-gdf79404cd8, Yosys 0.63+post, stock flow scripts
make -C /OpenROAD-flow-scripts/flow DESIGN_CONFIG=/design/flow/config.mk WORK_HOME=/design/flow/orfs finish
```

==> summary.txt <==
Flow results.

- Per the run summary, max-cap violations total 0.
- The region available for standard cell placement spans 103,000 um2.
- The count of cells along the worst register-to-register path is 11.
- The analysis attributes to net switching a power of 0.000919 W.
- The dominant non-sequential cell family after synthesis is AND-OR/OR-AND gates.
- Per the synth stats, the proportion of register bits with asynchronous set or reset is 1.00.
- The number of distinct standard cells referenced by the synthesized netlist is 64.
- The most repeated library cell on the critical path is sky130_fd_sc_hd__buf_4.
- Warnings reported by Yosys during synthesis add up to 1.
- The first detailed-routing pass ran for 5 iterations.
- The critical path endpoint category is an output pin.
- The leakage component of the power was reported as 9.59 nW.
- The critical hold path startpoint is seg7_blink_count[14]$_DFF_PN0_.
- Pin placement for this block handled 859 I/O pins.
- The peak per-stage delay on the critical path is 0.71 ns.
- The script logs the ratio of routed vias to standard cells as 4.03.
- The starting utilization of the core area is 0.154.
- The script logs the mean routed wire length per placed instance as 18.9 um.
- In this run, synthesis inferred 0 flip-flops with an integrated enable.
- The yosys stat chip area is 16,000 um2.
- The total negative slack is 0 ns.
- The endpoint with the worst hold slack is seg7_blink_count[14]$_DFF_PN0_.
- After floorplanning, the core was divided into 118 placement rows.
- Once the clock tree was built, the resizer swapped 0 gates to a different size.
- The required time of the critical path is 13.12 ns.
- Per the cell usage report, the commonest logic cells after layout are 591 x sky130_fd_sc_hd__clkdlybuf4s50_1, 287 x sky130_fd_sc_hd__nand2_1, 240 x sky130_fd_sc_hd__conb_1.
- The total antenna diodes in the routed design is 0.
- The main flop type is sky130_fd_sc_hd__dfrtp_1.
- Counting pins that exceed their max-slew limit in the final report gives 0.
- The design draws 0.00197 W.
- Per the detailed placement report, the placed cell area equals 22,300 um2.
- After clock tree synthesis, the setup repair step added 0 buffers.
- Across the routed clock network, the largest skew measured is 0.00634 ns.
- The initial antenna violation count is 16.
- The internal portion of total power is 0.00105 W.
- The run finished with clean final reports.
- The synthesized netlist occupies a cell area of 16,000 um2.
- For reference, the critical path cell chain is clkdlybuf4s50_1, or2_4, buf_4, inv_8, buf_4, buf_4, mux2i_1, inv_1, ha_1, mux4_2, nor2_1, clkdlybuf4s50_1.
- The area of all placed cells without fillers is 22,500 um2.
- Per Yosys stat, the portion of area used by sequential elements is 0.0877.
- The die covers 118,000 um2.
- The highest ir drop seen on vdd is 0.0870 mV.
- For the worst setup path, the data arrival time is 8.26 ns.
- Per the synthesis report, the simple-gate share of the synthesized area is 0.189.
- Of the total power, registers draw 0.128.
- Detailed routing inserted a total of 16,300 vias.
- Routability-driven placement finished with a final weighted congestion of 0.936.
- The timing report attributes the biggest portion of critical-path delay to buffers and inverters.
- The DRC violation count after routing is 0.
- Setup repair after global routing left no endpoint under its margin.
- Entering global routing, the biggest net connects 56 pins.
- The first-pass GRT wire length is 107,000 um.
- For the pin with the worst max-slew slack, the measured transition is 0.948 ns.
- The chip height is 343 um.
- The critical path depth in cells is 12.
- The maximum fanout along the worst path is 43.
- The clock tree from TritonCTS is yes.
- The wire length after detailed routing is 76,500 um.
- STA lists the endpoint of the worst register-to-register path as mar[28]$_DFFE_PN0N_.
- The cell-mix breakdown from Yosys lists the XOR/XNOR area share as 0.0236.
- The remaining global-route overflow is 0.
- Hold analysis shows the worst path with a depth of 1.
- The sort of element at the start of the critical path is an input pin.
- The number of port buffers is 592.
- The clock group share of total power is 0.079.
- The detail route stage leaves a number of antenna-violating nets equal to 0.
- The cell-mix breakdown from Yosys lists the adder-cell area share as 0.180.
- The critical-path cell with the highest stage delay is sky130_fd_sc_hd__mux2i_1.
- The compound-cell area share of the yosys netlist is 0.197.
- The count of state elements after synthesis is 56.
- The number of global-route vias before repair is 15,800.
- The horizontal die dimension is 343 um.
- Yosys reports the multiplexer fraction of the synthesized area as 0.134.
- The combined global-route utilization of all metal layers is 0.122.
- The worst slew slack as a fraction of its limit is 0.350.
- The signed area change from the synthesized netlist to the final layout is 41.1%.
- The category of the critical setup timing path is input pin to output pin.
- The reg2reg setup slack is 13.30 ns.
- The detailed router finished its first iteration with 845 violations.
- The startpoint of the worst setup timing path is hex_a[2].
- The timing report notes that buffer and inverter cells on the critical path total 7.
- In this run the worst hold path is classified as flop to flop.
- The launch point of the worst reg-to-reg path is mar[2]$_DFFE_PN0N_.
- The clock tree has to reach 56 sinks.
- Switching power as a fraction of the total was reported as 0.466.
- According to the dpl log, the detail-placed design has an HPWL of 65,700 um.
- In this run, post-CTS hold repair placed 0 buffers.
- The average instance area after synthesis is 7.36 um2.
- The hold violation total from the final report is 0.
- The synthesized netlist was found by Yosys to have 2,170 cells.
- For this design the ratio of total power to cell area is 87.4 nW/um2.
- Per the final layout report, the fraction of cells sized above drive strength 1 comes to 0.0463.
- The share of total power dissipated in combinational logic is 0.793.
- The CTS clock-pin slew for the worst setup and hold paths is 0.06 ns.
- The stage logs contain a warning count of 207.
- The top cell type in the final layout, fill and taps aside, is sky130_fd_sc_hd__clkdlybuf4s50_1.
- The count of final setup violators is 0.
- After technology mapping, the gate count stands at 2,170.
==> metal layers <==
metal	vias up	track usage	wire, um
li1	8154	-	-
met1	7449	0.148	31100
met2	623	0.197	34800
met3	83	0.0515	8090
met4	26	0.0314	2310
met5	-	0	176
==> area by class of cell <==
type | count | area, um2
clock buffer | 10 | 218
clock inverter | 2 | 16.3
fill | 11300 | 81000
inverter | 91 | 349
multi-input combinational | 1869 | 12500
sequential | 56 | 1400
tap | 1380 | 1730
timing repair buffer | 648 | 6340
==> metrics by stage <==
step	setup WS [ns]	std cells	hold WS, ns	util
final	4.86	4056	0.472	0.218
after global routing	4.48	4056	0.484	0.218
after CTS	4.74	4056	0.473	0.218
after detailed placement	4.74	4044	0.455	0.216
after global placement	4.71	4044	0.456	0.216
after floorplan	7.53	2408	0.438	-
==> how the worst max path moves through the flow <==
stage / end / slack, ns
4_1_cts: seg7_d[58] / 4.74
5_1_grt: seg7_d[58] / 4.48
6_report: seg7_b[7] / 4.86
==> flip-flops by register name (all words and copies together) (netlist names) <==
name / flops
seg7_blink_count: 24
mar: 32
==> cells in the mapped netlist, types with 11 or more instances <==
master                     number  area [um2]
sky130_fd_sc_hd__buf_4        291        2180
sky130_fd_sc_hd__nand2_1      287        1080
sky130_fd_sc_hd__ha_1         228        2850
sky130_fd_sc_hd__nor2_1       183         687
sky130_fd_sc_hd__a21oi_1      148         741
sky130_fd_sc_hd__mux2i_1      139        1390
sky130_fd_sc_hd__o21ai_0      136         681
sky130_fd_sc_hd__nor3_1        92         460
sky130_fd_sc_hd__inv_1         90         338
sky130_fd_sc_hd__a211oi_1      78         586
sky130_fd_sc_hd__clkbuf_1      61         229
sky130_fd_sc_hd__dfrtp_1       56        1400
sky130_fd_sc_hd__a311oi_1      52         455
sky130_fd_sc_hd__mux4_2        32         721
sky130_fd_sc_hd__xnor2_1       32         280
sky130_fd_sc_hd__buf_2         29         145
sky130_fd_sc_hd__nand3_1       25         125
sky130_fd_sc_hd__a221oi_1      24         210
sky130_fd_sc_hd__nand3b_1      23         173
sky130_fd_sc_hd__a31oi_1       18         113
sky130_fd_sc_hd__and3_1        12        75.1
sky130_fd_sc_hd__nor2b_1       11        68.8
sky130_fd_sc_hd__xor2_1        11        96.3
==> worst reg2reg max path: cells and delay by family, from the launching register on <==
family / cells / cell delay [ns]
compound gates: 7 / 1.42
fa+ha+maj: 1 / 0.46
buf+inv: 1 / 0.17
flops: 1 / 0.52
simple gates: 2 / 0.46
==> cells by family after synthesis <==
group / Yosys count
AND-OR/OR-AND: 499
XOR/XNOR: 43
adder cells (fa/ha/maj): 229
buffers and inverters: 483
flip-flops: 56
multiplexers: 172
other: 2
AND/OR/NAND/NOR: 686
==> power groups by stage <==
stage | clock (W) | combinational [W] | sequential (W)
5_1_grt | 0.000164 | 0.00175 | 0.000258
4_1_cts | 0.000159 | 0.00159 | 0.000254
6_report | 0.000155 | 0.00156 | 0.000253
No activity file was given, so power comes from the tool's default toggle rates.
