$ cat flow/config.mk
export PLATFORM = sky130hd
export DESIGN_NAME = regfile
export DESIGN_NICKNAME = regfile
export VERILOG_FILES = /design/flow/design.v
export SDC_FILE = /design/flow/constraint.sdc
export NUM_CORES = 4
export LEC_CHECK = 1
export CORE_UTILIZATION = 50
$ cat flow/constraint.sdc
current_design regfile

set clk_period 7.6
set clk_io_pct 0.2

create_clock -name clk0 -period $clk_period [get_ports {clock}]

set non_clock_inputs [all_inputs -no_clocks]
set_input_delay [expr $clk_period * $clk_io_pct] -clock clk0 $non_clock_inputs
set_output_delay [expr $clk_period * $clk_io_pct] -clock clk0 [all_outputs]
$ cat flow/design.v
module regfile(input 	     clock,
	       input 	     reset,
	       input [4:0]   rs1_addr,
	       input [4:0]   rs2_addr,
	       input [4:0]   rd_addr,
	       input [31:0]  in,
	       input 	     ld,
	       output [31:0] rs1_out,
	       output [31:0] rs2_out,
	       input 	     dbg_mode,
	       input [31:0]  dbg_in,
	       input [4:0]   dbg_addr,
	       input 	     dbg_ld,
	       output [31:0] dbg_out);
   reg [31:0] reg01;
   reg [31:0] reg02;
   reg [31:0] reg03;
   reg [31:0] reg04;
   reg [31:0] reg05;
   reg [31:0] reg06;
   reg [31:0] reg07;
   reg [31:0] reg08;
   reg [31:0] reg09;
   reg [31:0] reg10;
   reg [31:0] reg11;
   reg [31:0] reg12;
   reg [31:0] reg13;
   reg [31:0] reg14;
   reg [31:0] reg15;
   reg [31:0] reg16;
   reg [31:0] reg17;
   reg [31:0] reg18;
   reg [31:0] reg19;
   reg [31:0] reg20;
   reg [31:0] reg21;
   reg [31:0] reg22;
   reg [31:0] reg23;
   reg [31:0] reg24;
   reg [31:0] reg25;
   reg [31:0] reg26;
   reg [31:0] reg27;
   reg [31:0] reg28;
   reg [31:0] reg29;
   reg [31:0] reg30;
   reg [31:0] reg31;
   function [31:0] select_reg(input [4:0] addr,
			      input [31:0] reg01,
			      input [31:0] reg02,
			      input [31:0] reg03,
			      input [31:0] reg04,
			      input [31:0] reg05,
			      input [31:0] reg06,
			      input [31:0] reg07,
			      input [31:0] reg08,
			      input [31:0] reg09,
			      input [31:0] reg10,
			      input [31:0] reg11,
			      input [31:0] reg12,
			      input [31:0] reg13,
			      input [31:0] reg14,
			      input [31:0] reg15,
			      input [31:0] reg16,
			      input [31:0] reg17,
			      input [31:0] reg18,
			      input [31:0] reg19,
			      input [31:0] reg20,
			      input [31:0] reg21,
			      input [31:0] reg22,
			      input [31:0] reg23,
			      input [31:0] reg24,
			      input [31:0] reg25,
			      input [31:0] reg26,
			      input [31:0] reg27,
			      input [31:0] reg28,
			      input [31:0] reg29,
			      input [31:0] reg30,
			      input [31:0] reg31);
      begin
	 case ( addr )
	   0:  select_reg = 32'b0000_0000_0000_0000_0000_0000_0000_0000;
	   1:  select_reg = reg01;
	   2:  select_reg = reg02;
	   3:  select_reg = reg03;
	   4:  select_reg = reg04;
	   5:  select_reg = reg05;
	   6:  select_reg = reg06;
	   7:  select_reg = reg07;
	   8:  select_reg = reg08;
	   9:  select_reg = reg09;
	   10: select_reg = reg10;
	   11: select_reg = reg11;
	   12: select_reg = reg12;
	   13: select_reg = reg13;
	   14: select_reg = reg14;
	   15: select_reg = reg15;
	   16: select_reg = reg16;
	   17: select_reg = reg17;
	   18: select_reg = reg18;
	   19: select_reg = reg19;
	   20: select_reg = reg20;
	   21: select_reg = reg21;
	   22: select_reg = reg22;
	   23: select_reg = reg23;
	   24: select_reg = reg24;
	   25: select_reg = reg25;
	   26: select_reg = reg26;
	   27: select_reg = reg27;
	   28: select_reg = reg28;
	   29: select_reg = reg29;
	   30: select_reg = reg30;
	   31: select_reg = reg31;
	 endcase  
      end
   endfunction  
   always @ ( negedge reset or posedge clock ) begin
      if ( !reset ) begin
	 reg01 <= 32'h0;
	 reg02 <= 32'h0;
	 reg03 <= 32'h0;
	 reg04 <= 32'h0;
	 reg05 <= 32'h0;
	 reg06 <= 32'h0;
	 reg07 <= 32'h0;
	 reg08 <= 32'h0;
	 reg09 <= 32'h0;
	 reg10 <= 32'h0;
	 reg11 <= 32'h0;
	 reg12 <= 32'h0;
	 reg13 <= 32'h0;
	 reg14 <= 32'h0;
	 reg15 <= 32'h0;
	 reg16 <= 32'h0;
	 reg17 <= 32'h0;
	 reg18 <= 32'h0;
	 reg19 <= 32'h0;
	 reg20 <= 32'h0;
	 reg21 <= 32'h0;
	 reg22 <= 32'h0;
	 reg23 <= 32'h0;
	 reg24 <= 32'h0;
	 reg25 <= 32'h0;
	 reg26 <= 32'h0;
	 reg27 <= 32'h0;
	 reg28 <= 32'h0;
	 reg29 <= 32'h0;
	 reg30 <= 32'h0;
	 reg31 <= 32'h0;
      end
      else if ( dbg_mode && dbg_ld ) begin
	 case ( dbg_addr )
	   0:  ;  
	   1:  reg01 <= dbg_in;
	   2:  reg02 <= dbg_in;
	   3:  reg03 <= dbg_in;
	   4:  reg04 <= dbg_in;
	   5:  reg05 <= dbg_in;
	   6:  reg06 <= dbg_in;
	   7:  reg07 <= dbg_in;
	   8:  reg08 <= dbg_in;
	   9:  reg09 <= dbg_in;
	   10: reg10 <= dbg_in;
	   11: reg11 <= dbg_in;
	   12: reg12 <= dbg_in;
	   13: reg13 <= dbg_in;
	   14: reg14 <= dbg_in;
	   15: reg15 <= dbg_in;
	   16: reg16 <= dbg_in;
	   17: reg17 <= dbg_in;
	   18: reg18 <= dbg_in;
	   19: reg19 <= dbg_in;
	   20: reg20 <= dbg_in;
	   21: reg21 <= dbg_in;
	   22: reg22 <= dbg_in;
	   23: reg23 <= dbg_in;
	   24: reg24 <= dbg_in;
	   25: reg25 <= dbg_in;
	   26: reg26 <= dbg_in;
	   27: reg27 <= dbg_in;
	   28: reg28 <= dbg_in;
	   29: reg29 <= dbg_in;
	   30: reg30 <= dbg_in;
	   31: reg31 <= dbg_in;
	 endcase  
      end
      else if ( !dbg_mode && ld ) begin
	 case ( rd_addr )
	   0:  ;  
	   1:  reg01 <= in;
	   2:  reg02 <= in;
	   3:  reg03 <= in;
	   4:  reg04 <= in;
	   5:  reg05 <= in;
	   6:  reg06 <= in;
	   7:  reg07 <= in;
	   8:  reg08 <= in;
	   9:  reg09 <= in;
	   10: reg10 <= in;
	   11: reg11 <= in;
	   12: reg12 <= in;
	   13: reg13 <= in;
	   14: reg14 <= in;
	   15: reg15 <= in;
	   16: reg16 <= in;
	   17: reg17 <= in;
	   18: reg18 <= in;
	   19: reg19 <= in;
	   20: reg20 <= in;
	   21: reg21 <= in;
	   22: reg22 <= in;
	   23: reg23 <= in;
	   24: reg24 <= in;
	   25: reg25 <= in;
	   26: reg26 <= in;
	   27: reg27 <= in;
	   28: reg28 <= in;
	   29: reg29 <= in;
	   30: reg30 <= in;
	   31: reg31 <= in;
	 endcase  
      end
   end
   assign rs1_out = select_reg(rs1_addr,
			       reg01, reg02, reg03, reg04, reg05, reg06, reg07,
			       reg08, reg09, reg10, reg11, reg12, reg13, reg14,
			       reg15, reg16, reg17, reg18, reg19, reg20, reg21,
			       reg22, reg23, reg24, reg25, reg26, reg27, reg28,
			       reg29, reg30, reg31);
   assign rs2_out = select_reg(rs2_addr,
			       reg01, reg02, reg03, reg04, reg05, reg06, reg07,
			       reg08, reg09, reg10, reg11, reg12, reg13, reg14,
			       reg15, reg16, reg17, reg18, reg19, reg20, reg21,
			       reg22, reg23, reg24, reg25, reg26, reg27, reg28,
			       reg29, reg30, reg31);
   assign dbg_out = select_reg(dbg_addr,
			       reg01, reg02, reg03, reg04, reg05, reg06, reg07,
			       reg08, reg09, reg10, reg11, reg12, reg13, reg14,
			       reg15, reg16, reg17, reg18, reg19, reg20, reg21,
			       reg22, reg23, reg24, reg25, reg26, reg27, reg28,
			       reg29, reg30, reg31);
endmodule  
$ cat flow/run.sh
#!/bin/bash
# OpenROAD 26Q1-2900-gdf79404cd8, Yosys 0.63+post, stock flow scripts
make -C /OpenROAD-flow-scripts/flow DESIGN_CONFIG=/design/flow/config.mk WORK_HOME=/design/flow/orfs finish
==> flow report <==
=========================================================================================
Count of pins over their slew limit                                                     0
RSZ-0062 raised after global routing                                                false
Post-route setup slack                                                             381 ps
Global-route track usage on met1                                                    76.1%
Number of core rows                                                                   124
Arrival time worst endpoint                                                       5700 ps
Overall die height                                                            341 microns
Period minus WS final                                                             7220 ps
Post-cts resize count                                                                   0
Top area cells in the synthesized netlist                                    sky130_fd_sc_hd__dfrtp_1 43%, sky130_fd_sc_hd__a21oi_1 10%, sky130_fd_sc_hd__nor2_1 7.7%
Synthesized flop and latch total                                                      992
Number of instances in the synthesized netlist                                       6521
Global-route usage over all layers                                                  65.0%
Final setup skew                                                                     0 ps
Total via count in the routed design                                                65.7k
Antenna violations before repair                                                       41
Total half-perimeter wirelength after legalization and detailed placement    222000 microns
Remaining design rule violation count                                                   0
Final hold slack                                                                   584 ps
Met3 track demand over resource in global routing                                   52.8%
Cell area after synthesis                                                     57500 sq um
Final Wtd Congestion                                                                 1.13
Final TNS setup                                                                      0 ps
Number of detailed-route iterations in the first pass                                  15
Maximum count of clock buffers along a single path                                      3
Final hold violation count                                                              0
Number of buffers added on ports                                                      184
Fraction of layout cells with a size suffix above 1                                 12.1%
Number of filler cells placed in the layout                                          9767
Syn avg cell area                                                              8.82 sq um
Average routed wire per standard cell                                        44.9 microns
Area grow syn2layout                                                                14.0%
Max Cap Viol                                                                            0
Start point of the worst min-delay path                                         reg15[21]
CP startpoint kind                                                              input pin
GRT Max-Usage Layer                                                                  met2
Die Footprint                                                                116000 sq um
Reg2Reg Setup Slack                                                               6650 ps
Endpoint required time on the critical path                                       6080 ps
Placeable core region                                                        114000 sq um
Chip Width                                                                    341 microns
Setup violation total in the final timing report                                        0
Proportion of register bits with asynchronous set or reset after synthesis           100%
Highest net fanout along the worst path                                                20
Number of distinct library cells after synthesis                                       85
Lkg Pwr                                                                           27.0 nW
Clk slew on worst S/H paths                                                         60 ps
First-pass GRT wire length                                                   495000 microns
Via density per instance                                                             8.11
Dominant Register Cell                                                       sky130_fd_sc_hd__dfrtp_1
Total cell area at the placement stage                                        61700 sq um
Pre-CTS setup slack                                                                801 ps
Fmax                                                                            0.139 GHz
Post-synth tally of flip-flops with integrated enable                                   0
Power Dens Cells                                                              287 nW/um^2
Final core area utilization                                                         57.4%
Postcts setup bufs                                                                      0
Area leader share                                                                   43.2%
Sort of element at the end of the critical path                               output port
Cell type with the largest total area after synthesis                        sky130_fd_sc_hd__dfrtp_1
Count of instantiated cells in the yosys netlist                                     6521
Setup CP Type                                                                input pin to output port
Final ANT Viol Nets                                                                     0
Fin crit share                                                                      95.0%
Outcome                                                                      finished, final reports clean
Clock Latency Late Sink                                                            710 ps
CTS Hold Bufs                                                                           0
Maximum VDD drop                                                                   292 uV
Hold depth                                                                              2
Register area share after synthesis                                                 43.2%
Clock Sinks                                                                           992
Floorplan utilization                                                               50.4%
Boundary pin count                                                                    185
Post-detailed-routing wire length                                            364000 microns
Vias in the first global route                                                      61.1k
CTS H-tree lvls                                                                         3
Final design area excluding fillers                                           65600 sq um
Pin count of the biggest net entering global routing                                  123
Log Warnings                                                                           50
Worst min-delay path category                                                flop to flop
Relative max-transition margin                                                      9.16%
GR Layer Usage met2                                                                 76.7%
Clk root buf                                                                 sky130_fd_sc_hd__clkbuf_16
Worst-margin pin slew                                                             1360 ps
Iteration-0 DRC count of the detailed router                                        10.5k
Total CTS buffers                                                                     107
Yosys Chip Area                                                               57500 sq um
Total overflow reported by the global router                                            0
R2R depth                                                                               2
TritonCTS clock tree                                                                built
Endpoint with the worst hold slack                                              reg15[21]
Yosys warning total                                                                     1
Launch instance of the worst register-to-register path                          reg12[21]
Destination of the worst register-to-register timing path                       reg12[21]
=========================================================================================
-- Yosys cell counts, drive strengths merged, types with 18 or more instances --
master and count:
o2bb2ai 18, a32oi 151, mux2i 290, a21oi 1148
nor3 19, clkbuf 419, or4 43, buf 285
and2 27, a22o 49, or3 24, dfrtp 992
nand3 315, a22oi 457, a32o 25, a221oi 36
and4 19, o22ai 103, a2111oi 78, mux2 25
and3 242, nand3b 27, nand2 82, nand4 203
nor2 1193, mux4 42
-- report_power, final --
part / leakage, nW / internal [mW] / total (mW) / switching [mW]
clock network: 1.77 / 3.14 / 5.57 / 2.43
registers: 11.9 / 6.76 / 9.06 / 2.30
logic: 13.4 / 1.83 / 4.19 / 2.36
total: 27.0 / 11.7 / 18.8 / 7.09
-- critical path, cell delays in order --
cell                              delay, ps
sky130_fd_sc_hd__clkdlybuf4s50_1        960
sky130_fd_sc_hd__nor3b_4                320
sky130_fd_sc_hd__buf_4                  480
sky130_fd_sc_hd__and2_2                 900
sky130_fd_sc_hd__buf_4                  490
sky130_fd_sc_hd__a21oi_1                110
sky130_fd_sc_hd__and4_1                 180
sky130_fd_sc_hd__nand4_1                190
sky130_fd_sc_hd__clkdlybuf4s50_1        510
-- metrics by stage --
step / cells / power [mW]
3_3_place_gp: 7832 / 12.8
5_1_grt: 8036 / 19.3
6_report: 8105 / 18.8
4_1_cts: 8027 / 18.4
3_5_place_dp: 7832 / 12.9
2_1_floorplan: 6521 / 10.5
-- metal layers --
metal | share of wire (%) | wire, microns
met5 | 0.55 | 2000
met2 | 36 | 130000
met1 | 32 | 118000
met3 | 20 | 74400
met4 | 11 | 38900
-- placed cells by master, fill, tap and decap left out, types with 14 or more instances in the layout --
master,n
sky130_fd_sc_hd__nor2_1,1164
sky130_fd_sc_hd__a21oi_1,1148
sky130_fd_sc_hd__dfrtp_1,992
sky130_fd_sc_hd__a22oi_1,457
sky130_fd_sc_hd__nand3_1,310
sky130_fd_sc_hd__buf_4,291
sky130_fd_sc_hd__mux2i_1,258
sky130_fd_sc_hd__and3_1,238
sky130_fd_sc_hd__nand4_1,203
sky130_fd_sc_hd__clkdlybuf4s50_1,171
sky130_fd_sc_hd__a32oi_1,151
sky130_fd_sc_hd__clkbuf_16,110
sky130_fd_sc_hd__nand2_1,81
sky130_fd_sc_hd__diode_2,78
sky130_fd_sc_hd__o22ai_1,74
sky130_fd_sc_hd__a22o_1,49
sky130_fd_sc_hd__or4_1,43
sky130_fd_sc_hd__mux4_2,42
sky130_fd_sc_hd__a2111oi_0,41
sky130_fd_sc_hd__a221oi_1,35
sky130_fd_sc_hd__a2111oi_2,33
sky130_fd_sc_hd__buf_12,30
sky130_fd_sc_hd__o22ai_4,29
sky130_fd_sc_hd__nor2_4,26
sky130_fd_sc_hd__a32o_1,25
sky130_fd_sc_hd__nand3b_1,24
sky130_fd_sc_hd__or3_1,24
sky130_fd_sc_hd__mux2_2,23
sky130_fd_sc_hd__mux2i_2,22
sky130_fd_sc_hd__clkinv_2,20
sky130_fd_sc_hd__and4_1,19
sky130_fd_sc_hd__and2_2,18
sky130_fd_sc_hd__o2bb2ai_1,18
sky130_fd_sc_hd__a222oi_1,17
sky130_fd_sc_hd__nor4_1,17
sky130_fd_sc_hd__clkbuf_8,15
sky130_fd_sc_hd__a221o_1,14
-- cell type report --
type	instances	area [sq um]	area share [%]
inverter	5	18.8	0.0286
antenna	78	195	0.298
timing repair buffer	503	4590	7.01
tap	1512	1890	2.89
clock inverter	57	639	0.975
clock buffer	138	3010	4.59
sequential	992	24800	37.9
multi-input combinational	4820	30400	46.3
-- cell families after synthesis --
group	Yosys count	synth area share, %
AND-OR/OR-AND	2164	24.8
buffers and inverters	709	5.42
flip-flops	992	43.2
multiplexers	357	7.19
AND/OR/NAND/NOR	2299	19.4
-- how the worst max path moves through the flow --
stage	startpoint	to	slack (ps)	depth (start not counted)
final	rs2_addr[2]	rs2_out[20]	380	9
after global routing	rs2_addr[2]	rs2_out[14]	470	9
after CTS	rs2_addr[2]	rs2_out[20]	770	9
Power figures rest on the tool's default switching activity, not on a simulated workload.
