==> design.v <==
module led_driver(input        sys_clock,
		  input        reset,
		  input [63:0] seg7_a,
		  input [63:0] seg7_b,
		  input [63:0] seg7_c,
		  input [63:0] seg7_d,
		  input [63:0] seg7_e,
		  input [63:0] seg7_f,
		  input [63:0] seg7_g,
		  input [63:0] seg7_h,
		  input [63:0] seg7_dot64,
		  input [7:0]  rk_a,
		  input [7:0]  rk_b,
		  input [7:0]  rk_c,
		  input [7:0]  rk_d,
		  input [7:0]  rk_e,
		  input [7:0]  rk_f,
		  input [7:0]  rk_g,
		  input [7:0]  rk_h,
		  output [7:0] seg_a,
		  output [7:0] seg_b,
		  output [7:0] seg_c,
		  output [7:0] seg_d,
		  output [7:0] seg_e,
		  output [7:0] seg_f,
		  output [7:0] seg_g,
		  output [7:0] seg_h,
		  output [8:0] sel,
		  output [7:0] seg_x,
		  output [3:0] sel_x,
		  output [7:0] seg_y,
		  output [3:0] sel_y);
   function [63:0] select9(input [63:0] a,
			    input [63:0] b,
			    input [63:0] c,
			    input [63:0] d,
			    input [63:0] e,
			    input [63:0] f,
			    input [63:0] g,
			    input [63:0] h,
			    input [63:0] dot64,
			    input [8:0]  state);
      if ( state[0] ) begin
	 select9 = a;
      end
      else if ( state[1] ) begin
	 select9 = b;
      end
      else if ( state[2] ) begin
	 select9 = c;
      end
      else if ( state[3] ) begin
	 select9 = d;
      end
      else if ( state[4] ) begin
	 select9 = e;
      end
      else if ( state[5] ) begin
	 select9 = f;
      end
      else if ( state[6] ) begin
	 select9 = g;
      end
      else if ( state[7] ) begin
	 select9 = h;
      end
      else if ( state[8] ) begin
	 select9 = dot64;
      end
      else begin
	 select9 = 64'b0;
      end
   endfunction  
   function [7:0] select4(input [7:0] in_0,
			  input [7:0] in_1,
			  input [7:0] in_2,
			  input [7:0] in_3,
			  input [3:0] state);
      if ( state[0] ) begin
	 select4 = in_0;
      end
      else if ( state[1] ) begin
	 select4 = in_1;
      end
      else if ( state[2] ) begin
	 select4 = in_2;
      end
      else if ( state[3] ) begin
	 select4 = in_3;
      end
      else begin
	 select4 = 8'b0;
      end
   endfunction  
   reg [15:0]			      count;
   reg [8:0] 			      seg7_state;
   reg [3:0] 			      rk_state;
   always @ ( posedge sys_clock or negedge reset ) begin
      if ( !reset ) begin
	 count <= 16'b0;
	 seg7_state <= 9'b0_0000_0001;
	 rk_state <= 4'b0001;
      end
      else begin
	 count <= count + 16'b1;
	 if ( count == 16'b0 ) begin
	    seg7_state <= {seg7_state[7:0], seg7_state[8]};
	    rk_state <= {rk_state[2:0], rk_state[3]};
	 end
      end
   end
   assign sel = seg7_state & {9{(count == 16'b1)}};
   wire [63:0] 			      data;
   assign data = select9(seg7_a, seg7_b, seg7_c, seg7_d,
			 seg7_e, seg7_f, seg7_g, seg7_h,
			 seg7_dot64, seg7_state);
   assign {seg_a, seg_b, seg_c, seg_d,
	   seg_e, seg_f, seg_g, seg_h} = data;
   assign sel_x = ~rk_state;
   assign sel_y = sel_x;
   assign seg_x = select4(rk_a, rk_b, rk_c, rk_d, rk_state);
   assign seg_y = select4(rk_e, rk_f, rk_g, rk_h, rk_state);
endmodule  
==> run.sh <==
#!/bin/bash
# OpenROAD 26Q1-2900-gdf79404cd8, Yosys 0.63+post, stock flow scripts
make -C /OpenROAD-flow-scripts/flow DESIGN_CONFIG=/design/flow/config.mk WORK_HOME=/design/flow/orfs finish
==> config.mk <==
export PLATFORM = sky130hd
export DESIGN_NAME = led_driver
export DESIGN_NICKNAME = led_driver
export VERILOG_FILES = /design/flow/design.v
export SDC_FILE = /design/flow/constraint.sdc
export NUM_CORES = 4
export LEC_CHECK = 1
export CORE_AREA = 10 10 288 288
export DIE_AREA = 0 0 298 298
==> constraint.sdc <==
current_design led_driver

set clk_period 6.4
set clk_io_pct 0.2

create_clock -name clk0 -period $clk_period [get_ports {sys_clock}]

set non_clock_inputs [all_inputs -no_clocks]
set_input_delay [expr $clk_period * $clk_io_pct] -clock clk0 $non_clock_inputs
set_output_delay [expr $clk_period * $clk_io_pct] -clock clk0 [all_outputs]
==> impl_metrics.tcl <==
# yosys + openroad results
set metrics [dict create \
    status "finished, final reports clean" \
    port-buffer-count 738 \
    synth_chip_area_um2 6350 \
    leakagePower_nw 4.69 \
    cts.sinks 29 \
    placed_area_um2 14700 \
    power_density_nw_per_um2 58.8 \
    die_h_um 298 \
    ys_warn_count 1 \
    core_area_um2 76300 \
    ys_cells 835 \
    synth.most_common_cell "a221oi_1" \
    crit_path_max_fanout 40 \
    rows 101 \
    max_slew.worst_pin.slew_ps 839 \
    synthesis.area_um2 6350 \
    cts_tree "yes" \
    initCoreUtil_pct 8.32 \
    final_area_um2 14900 \
    numCtsBuffers 5 \
    fmax_mhz 198 \
    area_growth_pct 134 \
    clock_skew_ps 4.69 \
    cp-start-kind "flip-flop" \
    reg2reg_slack_ps 4080 \
    edf_count 0 \
    wl_per_cell_um 30.5 \
    required_ps 5120 \
    drv_slew 0 \
    drc 0 \
    dieArea_um2 88800 \
    drt_iter0_drc 728 \
    syn_inst 835 \
    vias_per_cell 4.51 \
    hold_viol 0 \
    drtPass1Iterations 5 \
    clk_pin_slew_ps 50 \
    path_class "flip-flop to output pin" \
    grt_overflow 0 \
    drive_above_1_share_pct 4.81 \
    tool_warnings 27 \
    first_global_vias 11800 \
    drv_cap 0 \
    async_flop_share_pct 100 \
    top_area_share_pct 28.1 \
    grt_max_degree 69 \
    vias 11300 \
    cts-resized-gates 0 \
    hpwlAfterDp_um 62700 \
    routed_wl_um 76600 \
    min_period_over_period_pct 78.9 \
    setup_violations 0 \
    place_ws_ps 1480 \
    ant_nets 0 \
    ios 739 \
    hold_buffers 0 \
    postCtsSetupRepairBufs 0 \
    worstPathArrival_ps 3770 \
    p_total_mw 0.874 \
    tns_ps 0 \
    h-tree-depth 2 \
    grt_use_total_pct 16.3 \
    die_w_um 298 \
    grt_pass1_wl_um 102000 \
    rsz0062_at_grt "no" \
    top_cells_by_count "a221oi_1 (204), o22ai_1 (126), clkbuf_1 (80)" \
    synthDistinctLibCells 41 \
    clk_latency_ps 270 \
    synth-main-ff-cell "dfrtp_1" \
    syn-mean-instance-area_um2 7.60 \
    yosysSeqAreaShare_pct 11.5 \
    gp_congestion 0.941 \
    vdd_drop_max_mv 0.0995 \
    grt_antenna_before_repair 18 \
    worst_slack_ps 1350 \
    ys_ff 29 \
    crit_path_end_kind "output pin" \
    clockRootBuffer "clkbuf_16" \
    min_period_ps 5050 \
    top_cells_by_area "a221oi_1 (28%), o22ai_1 (12%), dfrtp_1 (11%)" \
    worst_hold_slack_ps 492 \
    top_area_cell "a221oi_1" \
    relSlewSlack_pct 44.0 \
    clockBufferDepth 2 \
    min_path_type "flip-flop to flip-flop" \
]
[sequential cells by signal (all words and copies together), names as in the netlist]
register	cells
count	16
seg7_state	9
rk_state	4
[final cells by class]
class,count,area (µm²)
fillers,8609,61500
flip-flops and latches,29,754
clock inverters,1,5.00
repair buffers,765,7590
clock buffers,7,153
diodes,2,5.00
well taps,1030,1290
inverters,12,50.0
multi-input cells,663,5020
[critical path: stages, from the launching register on]
cell and delay, ps:
dfrtp_4 810, clkinv_2 850, buf_4 540, o22ai_1 440, o31a_1 200, o22ai_1 70
clkdlybuf4s50_1 430
[per-layer routing]
metal  track usage (%)  vias to the layer above  wire length, µm
met4              2.60                       16             1410
li1                  -                     4939                -
met3              5.10                       72             7090
met1              22.2                     5536            33300
met5                 0                        -              105
met2              25.5                      743            34600
[placed cells by master, fill, tap and decap left out, drive strengths merged, types with 9 or more instances in the layout]
| cell | synthesis | routed |
|---|---|---|
| clkdlybuf4s50 | 0 | 738 |
| o31a | 63 | 63 |
| o21ai | 12 | 12 |
| buf | 50 | 27 |
| nor2b | 66 | 66 |
| a221oi | 204 | 204 |
| o31ai | 15 | 15 |
| and2 | 9 | 9 |
| dfrtp | 27 | 27 |
| o22ai | 126 | 126 |
| nor2 | 22 | 22 |
| o221ai | 64 | 64 |
| nand2 | 32 | 32 |
[power breakdown]
group	total, mW	switching (mW)	internal (mW)
clock network	0.245	0.0808	0.164
logic	0.445	0.102	0.343
registers	0.184	0	0.184
[through the flow]
step | utilization (%) | instances
4_1_cts | 19.5 | 2507
5_1_grt | 19.5 | 2507
6_report | 19.5 | 2509
3_3_place_gp | 19.3 | 2499
2_1_floorplan | - | 835
3_5_place_dp | 19.3 | 2499
[worst paths after layout]
kind | start | end | cells past startpoint
setup / recovery | seg7_state[4] | seg_b[6] | 6
hold / removal | count[15] | count[15] | 1
setup reg to reg | seg7_state[1] | seg7_state[2] | 3
hold reg to reg | count[15] | count[15] | 1
max in group asynchronous | reset | seg7_state[7] | 2
min in group asynchronous | reset | count[10] | 2
[cells by family (layout without fill, tap and decap cells)]
family	Yosys count	in the layout	share of synthesized area (%)
XOR/XNOR	14	14	1.93
AND/OR/NAND/NOR	148	148	13.0
other	0	2	0
adder cells (fa/ha/maj)	3	3	0.591
multiplexers	7	7	1.24
flip-flops	29	29	11.5
buffers and inverters	143	785	9.97
AND-OR/OR-AND	491	491	61.8
